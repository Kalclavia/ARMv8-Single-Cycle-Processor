### flow/config.mk
export PLATFORM = sky130hd
export DESIGN_NAME = SignExtender
export DESIGN_NICKNAME = SignExtender
export VERILOG_FILES = /design/flow/design.v
export SDC_FILE = /design/flow/constraint.sdc
export NUM_CORES = 4
export LEC_CHECK = 1
export CORE_AREA = 10 10 90 90
export DIE_AREA = 0 0 100 100
### flow/constraint.sdc
current_design SignExtender

set clk_period 9.9
set clk_io_pct 0.2

create_clock -name clk0 -period $clk_period

set non_clock_inputs [all_inputs -no_clocks]
set_input_delay [expr $clk_period * $clk_io_pct] -clock clk0 $non_clock_inputs
set_output_delay [expr $clk_period * $clk_io_pct] -clock clk0 [all_outputs]
### flow/design.v
module SignExtender(BusImm, Imm26, Ctrl); 
   output [63:0] BusImm; 
   input [25:0]  Imm26; 
   input [2:0] Ctrl; 
   assign BusImm = 
      (Ctrl == 3'b000) ? {52'b0, Imm26[21: 10]}:  
      (Ctrl == 3'b001) ? {{53{Imm26[20]}}, Imm26[20: 12]}:  
      (Ctrl == 3'b010) ? {{36{Imm26[25]}}, Imm26[25: 0], 2'b0}:  
      (Ctrl == 3'b011) ? {{43{Imm26[23]}}, Imm26[23: 5], 2'b0}:  
      (Ctrl == 3'b100) ? {48'b0, Imm26[20: 5]}:
      (Ctrl == 3'b101) ? {32'b0, Imm26[20: 5], 16'b0}:
      (Ctrl == 3'b110) ? {16'b0, Imm26[20: 5], 32'b0}:
      (Ctrl == 3'b111) ? {Imm26[20: 5], 48'b0}:      
      0;   
endmodule
### flow/run.sh
#!/bin/bash
# OpenROAD 26Q1-2900-gdf79404cd8, Yosys 0.63+post, stock flow scripts
make -C /OpenROAD-flow-scripts/flow DESIGN_CONFIG=/design/flow/config.mk WORK_HOME=/design/flow/orfs finish
==> flow_summary_export.csv <==
group,metric,value,unit
timing,holdWs,4989,ps
die,dieArea,10000,um^2
final_layout,final.fill_count,675,
final_layout,comb_area,1296,um^2
placed_design,numPortBuffers,93,
timing,worst_slew_pin_slew,632.8,ps
timing,worst_slew_margin,57.72,%
clock_network,cts_hold_buffers,0,
die,num_rows,29,
yosys,largest_area_cell,"a21oi_1",
clock_network,post_cts.repair.setup_buffers,0,
drt,detail_route.drc_violations,0,
global_route,vias_in_the_first_global_route,1940,
global_route,grt_remaining_overflow,0,
die,die_w,100,um
timing,period_used_share,63.54,%
global_route,grt_start_max_net_pins,60,
pwr,pwr_cell_area,50.83,nW/um^2
yosys,synth_warnings,0,
die,core,6277,um^2
yosys,yosys-stat-cells,245,
run_status,status,"finished clean",
final_layout,postLayoutCoreUtil,37.65,%
yosys,synth_top_cell_by_count,"a21oi_1",
final_layout,clock_buffer_count,0,
placed_design,placedInstanceArea,2364,um^2
worst_setup_path,cp.required,7920,ps
drt,drt_iter0_drc,236,
yosys,yosys-stat-area,1541,um^2
min_path,hold_end,"BusImm[55]",
timing,final.setup.tns,0,ps
final_layout,area_delta_synth_final,53.33,%
min_path,min_path_cells,5,
flow_run,warnings,32,
yosys,most_used_standard_cells_in_the_synthesized_netlist,"a21oi_1 (45), nand2_1 (23), nand3_1 (19)",
timing,timing.final.hold_violations,0,
worst_setup_path,worst_path_most_repeated_cell,"clkdlybuf4s50_1",
yosys,top_area_cells_in_the_synthesized_netlist,"a21oi_1 (15%), a22oi_1 (6.8%), mux2i_1 (6.5%)",
worst_setup_path,start_kind,"input port",
min_path,hold_path.class,"input port to primary output",
pwr,vdd.ir_drop.worst,0.02266,mV
final_layout,drive_gt1_share,4.854,%
clock_network,post_cts_resized,0,
yosys,netlist_instances,245,
yosys,synth_area,1541,um^2
die,fp.dieH,100,um
min_path,source_of_the_worst_hold_timing_path,"Ctrl[0]",
timing,slew_viol_final,0,
timing,grt_setup_unrepaired,"no",
worst_setup_path,end_kind,"primary output",
worst_setup_path,crit_path_top_delay_cell,"nor2b_1",
final_layout,flip_flops,0,
worst_setup_path,cp_slowest_stage_delay,560,ps
drt,average_wire_per_cell_in_the_routed_design,18.84,um
drt,drt_pass1_iterations,4,
timing,report.final.setup_viol,0,
yosys,synthDistinctLibCells,44,
timing,achievable-frequency,0.1590,GHz
worst_setup_path,critical_path.top_delay_family,"buffers and inverters",
worst_setup_path,cp_cell_sequence,"clkdlybuf4s50_1 -> buf_4 -> nor2b_1 -> a21oi_1 -> o21ai_0 -> clkdlybuf4s50_1",
placed_design,hpwl,5315,um
yosys,sequential_area_share_after_synthesis,0,%
drt,postRouteWirelength,7273,um
die,boundaryPins,93,
global_route,grt_use_total,13.57,%
yosys,largest_type_area_fraction,14.61,%
drt,detail_route.vias_per_cell,5.342,
drt,antenna_left,0,
final_layout,seqCellArea,0,um^2
drt,route.vias.total,2062,
worst_setup_path,criticalPathCategory,"input port to primary output",
die,initial_utilization,24.56,%
worst_setup_path,critical_path.max_fanout,55,
final_layout,stdcell_area,2364,um^2
global_route,first_pass_grt_wire_length,11120,um
worst_setup_path,cp.buffers_inverters,3,
flow_run,maxCapViolations,0,
global_route,grt_antenna_before_repair,0,
drt,insertedDiodeCount,0,
worst_setup_path,critPathArrivalTime,4310,ps
yosys,syn_avg_cell_area,6.292,um^2
timing,fin_crit,6290,ps
placed_design,place.gp.congestion,0.8995,
pwr,power.static_leakage,0.8557,nW
==> routing by layer <==
metal	wire length [um]	track usage (%)	vias up
met2	3207	20.36	110
met3	855	4.164	0
met1	3209	19.54	912
li1	-	-	1040
met4	0	0.6522	0
met5	0	0	-
==> where the power goes <==
part	leakage [nW]	internal, W	switching (W)
Sequential	0	0	0
Combinational	0.856	0.0000684	0.0000517
Clock	0	0	0
==> tightest hold or removal path, delay by kind of cell <==
kind	cells	cell delay (ps)
compound gates	1	70
buf+inv	3	800
simple gates	1	140
==> per-stage QoR <==
| stage | total power, W | setup WS [ps] | cells |
|---|---|---|---|
| 2_1_floorplan | 0.00005332 | 5150 | 245 |
| 3_3_place_gp | 0.0001211 | 3687 | 386 |
| 3_5_place_dp | 0.0001205 | 3630 | 386 |
| 4_1_cts | 0.0001216 | 3630 | 386 |
| 5_1_grt | 0.0001326 | 3421 | 386 |
| 6_report | 0.0001201 | 3610 | 386 |
==> cells in the final DEF, fill, tap and decap left out, types with 4 or more instances in the layout <==
cell type and n:
buf_4 4, mux2i_1 10, nor2_1 8, a211oi_1 8
a22oi_1 14, nand2b_1 9, o32ai_1 5, clkdlybuf4s50_1 92
nand2_1 23, nor2b_1 7, a21oi_1 45, nand3_1 19
a2bb2oi_1 5, o21ai_0 13
==> worst max path at each step <==
stage	from	endpoint	slack (ps)	cells after the start
4_1_cts	Ctrl[1]	BusImm[49]	3630	6
5_1_grt	Ctrl[1]	BusImm[56]	3420	6
6_report	Ctrl[1]	BusImm[31]	3610	6
==> area by class of cell <==
class                      instances  share of cell area [%]
multi-input combinational        208                   54.84
timing repair buffer              97                   40.44
tap                               77                   4.076
inverter                           4                  0.6353
==> logic make-up after synthesis <==
family,Yosys count,share of synthesized area (%)
compound gates,115,48.70
buf+inv,37,15.91
mux,13,8.685
simple gates,80,26.70
Power and IR drop assume default switching activity.
